### design.v
module tone(
    input CLK,
    input[31:0] period,  
    output reg tone_out
    );
parameter CLK_F = 32;  
reg [5:0] prescaler = 0; 
reg [31:0] counter = 0;
always @(posedge CLK)
begin
  prescaler <= prescaler + 1;
  if (prescaler == CLK_F / 2 - 1) 
  begin
    prescaler <= 0;
    counter <= counter + 1;
    if (counter == period - 1)
    begin
      counter <= 0;
      tone_out <= ~ tone_out;
    end		
  end  
end
endmodule
module tone_tester(
    input CLK,
    output tone_1khz,
    output tone_100hz,
    output tone_12khz
    );
reg [31:0] period_1khz = 1000;
reg [31:0] period_100hz = 10000;
reg [31:0] period_12khz = 80;
tone #(100) t1(.CLK (CLK), .period (period_1khz), .tone_out (tone_1khz));
tone #(100) t2(.CLK (CLK), .period (period_100hz), .tone_out (tone_100hz));
tone #(100) t3(.CLK (CLK), .period (period_12khz), .tone_out (tone_12khz));
endmodule
### run.sh
#!/bin/bash
# OpenROAD 26Q1-2900-gdf79404cd8, Yosys 0.63+post, stock flow scripts
make -C /OpenROAD-flow-scripts/flow DESIGN_CONFIG=/design/flow/config.mk WORK_HOME=/design/flow/orfs finish
### config.mk
export PLATFORM = sky130hd
export DESIGN_NAME = tone_tester
export DESIGN_NICKNAME = tone_tester
export VERILOG_FILES = /design/flow/design.v
export SDC_FILE = /design/flow/constraint.sdc
export NUM_CORES = 4
export LEC_CHECK = 1
export CORE_UTILIZATION = 30
### constraint.sdc
current_design tone_tester

set clk_period 4.6
set clk_io_pct 0.2

create_clock -name clk0 -period $clk_period [get_ports {CLK}]

set non_clock_inputs [all_inputs -no_clocks]
set_input_delay [expr $clk_period * $clk_io_pct] -clock clk0 $non_clock_inputs
set_output_delay [expr $clk_period * $clk_io_pct] -clock clk0 [all_outputs]
==> flow_summary_export.csv <==
group,metric,value,unit
final_timing,finalHoldViolations,0,
grt,grtUsageMet3,2.08,%
finish,area_growth,16.5,%
finish,drive_above_1_share,9.98,%
floorplanning,core,0.0188,mm2
detailed_routing,dr.pass1.iters,5,
worst_setup_path,crit_path_start,"t2.counter[0]$_SDFFCE_PN0N_",
grt,grt_overflow_total,0,
clocking,htreeDepth,4,
worst_setup_path,rrSetupSlack,2.24,ns
worst_setup_path,cp_slowest_cell,"nor4_2",
yosys,ys_area,0.00577,mm2
yosys,area_leaders,"edfxtp_1 (52%), xnor2_1 (11%), dfxtp_1 (6.3%), nand3_1 (4.0%), nand4_1 (3.9%)",
power,ir_drop,0.239,mV
final_timing,fin_setup_tns,0,ns
worst_setup_path,cp_cell_sequence,"ha_1 > nand3_1 > nor4_2 > nand4_1 > xnor2_1",
yosys,syn_inst,493,
worst_setup_path,cp_max_fo,9,
floorplanning,die_y,141,um
yosys,synth_area,0.00577,mm2
final_timing,setup_viol_count_final,0,
grt,grt_use_total,10.7,%
worst_setup_path,worst-path-buf-inv,0,
final_timing,clock_skew,0.0100,ns
yosys,postSynthSeqShare,57.8,%
grt,antenna_found_initial,0,
yosys,yosysWarningCount,2,
yosys,yosysMostFrequentCell,"edfxtp_1",
clocking,cts_tree,"done",
placement,port_buffers,3,
detailed_routing,drc,0,
clocking,cts-resized-gates,0,
final_timing,slew_violations,0,
worst_setup_path,r2r_cells,5,
yosys,common_cells,"edfxtp_1 (99), xnor2_1 (73), nand3_1 (46), nor2_1 (46), nand4_1 (36)",
yosys,yosys_cells,493,
floorplanning,ios,4,
final_timing,clock.fmax,423,MHz
final_timing,worst_pin_slew,0.875,ns
yosys,syn_avg_cell_area,11.7,um2
detailed_routing,detail_route.vias_per_cell,4.94,
clocking,path_clk_slew,0.06,ns
final_timing,slew_headroom,41.2,%
floorplanning,row_count,50,
final_timing,finalCriticalPeriod,2.36,ns
clocking,numCtsBuffers,17,
yosys,top_area_cell,"edfxtp_1",
floorplanning,die_w,141,um
flow_run,maxCapViolCount,0,
worst_setup_path,startpoint_type,"flip-flop",
grt,grt_first_pass_wirelength,16900,um
grt,grt_pass1_vias,3629,
clocking,cts_root_buf,"clkbuf_16",
grt,grt.busiest_layer,"met1",
worst_setup_path,crit_end,"t2.counter[28]$_SDFFCE_PN0N_",
worst_setup_path,slowest_delay,0.84,ns
detailed_routing,drt_iter0_markers,277,
yosys,ys_types,31,
final_timing,rsz0062_at_grt,"false",
detailed_routing,drt_wl_total,9590,um
worst_setup_path,r2r_start,"t2.counter[0]$_SDFFCE_PN0N_",
grt,use_met1,17.6,%
detailed_routing,wire_per_inst,12.5,um
floorplanning,die_area,0.0198,mm2
power,powerDensity,360,mW/mm2
grt,met2_usage,15.8,%
worst_setup_path,crit_cells,5,
clocking,hold_buffers,0,
yosys,ff_type,"edfxtp_1",
finish,instances_no_fill,765,
worst_setup_path,criticalPathCategory,"flip-flop to flip-flop",
worst_setup_path,cp_top_family,"simple AND/OR/NAND/NOR gates",
power,p_total,2.42,mW
grt,grt_max_degree,38,
power,power.leakage,2.32,nW
clocking,postCtsSetupBuffers,0,
clocking,clk-insertion-delay-late,0.41,ns
flow_run,warnings,28,
detailed_routing,vias,3781,
worst_setup_path,timing.rr.end,"t2.counter[28]$_SDFFCE_PN0N_",
worst_setup_path,worstPathRequired,4.76,ns
placement,dp_cells,733,
placement,place.detailed.hpwl,6140,um
worst_hold_path,hp-class,"flip-flop to flip-flop",
yosys,synth_flops,117,
worst_setup_path,crit_path_end_kind,"flip-flop",
yosys,synth_top_area_share,51.6,%
detailed_routing,ant_nets,0,
final_timing,finalClockPeriodUsage,51.3,%
clocking,clock_sinks,117,
status,status,"finished clean",
yosys,async_reset_ff_share,0,%
finish,fin_util,35.8,%
floorplanning,initCoreUtil,30.7,%
placement,gp_congestion,0.801,
worst_setup_path,crit_arrival,2.52,ns
yosys,edf_count,99,
clocking,clock_path_buffers,2,
detailed_routing,insertedDiodeCount,0,
## through the flow
stage	cell area [um2]	setup slack, ns	hold WS, ns
6_report	6720	2.24	0.472
2_1_floorplan	5770	1.80	0.433
3_3_place_gp	6130	2.28	0.444
5_1_grt	6720	2.01	0.508
3_5_place_dp	6130	2.22	0.461
4_1_cts	6720	2.22	0.475
## sequential cells by signal, summed over array words and instances, names as in the netlist
register,flops
t1.tone_out,1
t2.tone_out,1
t1.counter,32
t1.prescaler,6
t3.prescaler,6
t2.prescaler,6
t2.counter,32
t3.counter,32
t3.tone_out,1
## where the power goes
group | switching [mW] | total [mW] | internal (mW) | leakage (nW)
logic | 0 | 0.000000750 | 0 | 0.750
clock network | 0.485 | 1.28 | 0.798 | 0.276
registers | 0 | 1.13 | 1.13 | 1.30
total | 0.485 | 2.42 | 1.93 | 2.32
## worst min path at each step
stage	startpoint	endpoint	depth (start not counted)
finish	t3.prescaler[0]$_SDFF_PN0_	t3.prescaler[0]$_SDFF_PN0_	1
global route	t2.prescaler[0]$_SDFF_PN0_	t2.prescaler[0]$_SDFF_PN0_	1
CTS	t1.prescaler[0]$_SDFF_PN0_	t1.prescaler[0]$_SDFF_PN0_	1
## cell families (layout without fill, tap and decap cells)
| group | Yosys count | in the layout | share of synthesized area [%] |
|---|---|---|---|
| simple gates | 239 | 239 | 22.9 |
| flops | 117 | 117 | 57.8 |
| xor+xnor | 96 | 96 | 14.6 |
| buf+inv | 17 | 55 | 1.11 |
| compound gates | 15 | 15 | 1.69 |
| fa+ha+maj | 9 | 9 | 1.95 |
## cell usage in the layout, fill, tap and decap left out, types with 9 or more instances in the layout
master / n
nor3_1: 12
edfxtp_1: 99
xnor2_1: 73
nor2_1: 43
clkbuf_16: 17
xor2_1: 23
dfxtp_1: 18
inv_1: 13
nand4_1: 36
nand3_1: 46
ha_1: 9
and3_1: 14
nand2_1: 29
nor4_1: 15
## final cells by class
| class | instances | area, um2 |
|---|---|---|
| inverter | 13 | 48.8 |
| clock buffer | 17 | 425 |
| timing repair buffer | 10 | 82.6 |
| fill | 1764 | 12100 |
| clock inverter | 15 | 158 |
| tap | 234 | 293 |
| multi-input combinational | 359 | 2380 |
| sequential | 117 | 3330 |
## layer usage
metal / vias to the layer above / wire (um)
met2: 65 / 4210
met5: - / 0
met3: 11 / 316
met4: 0 / 165
met1: 1818 / 4900
li1: 1887 / -
## worst reg2reg max path, cell delays in order (launching register included)
cell,delay (ns)
edfxtp_1,0.42
ha_1,0.21
nand3_1,0.25
nor4_2,0.84
nand4_1,0.21
xnor2_1,0.18
Power is estimated from default activity; no workload was simulated.
