File: ./run.sh
#!/bin/bash
# OpenROAD 26Q1-2900-gdf79404cd8, Yosys 0.63+post, stock flow scripts
make -C /OpenROAD-flow-scripts/flow DESIGN_CONFIG=/design/flow/config.mk WORK_HOME=/design/flow/orfs finish
File: ./constraint.sdc
current_design counter_7_seg

set clk_period 4.1
set clk_io_pct 0.2

create_clock -name clk0 -period $clk_period [get_ports {CLK}]

set non_clock_inputs [all_inputs -no_clocks]
set_input_delay [expr $clk_period * $clk_io_pct] -clock clk0 $non_clock_inputs
set_output_delay [expr $clk_period * $clk_io_pct] -clock clk0 [all_outputs]
File: ./design.v
module counter_7_seg(
    input CLK,
    input switch_up,
    input switch_clear,
    output [7:0] SEG,
    output [7:0] DIGIT
    );
wire s_up, s_clear;
debouncer d1(.CLK (CLK), .switch_input (switch_up), .trans_dn (s_up));
debouncer d2(.CLK (CLK), .switch_input (switch_clear), .trans_dn (s_clear));
reg [11:0] digits;
display_7_seg display(.CLK (CLK), 
		.digits(digits),
		.SEG (SEG), .DIGIT (DIGIT));
always @(posedge CLK)
begin
  if (s_up)
  begin
	digits[3:0] <= digits[3:0] + 1;
    if (digits[3:0] == 9) 
    begin
      digits[3:0] <= 0;
      digits[7:4] <= digits[7:4] + 1;
      if (digits[7:4] == 9) 
      begin
        digits[7:4] <= 0;
        digits[11:8] <= digits[11:8] + 1;
      end
    end		
  end
  if (s_clear)
  begin
    digits <= 0;
  end
end
endmodule
module decoder_7_seg(
	input CLK,
   input [3:0] D,
   output reg [7:0] SEG
   );
always @(posedge CLK) 
begin
	case(D)
    4'd0: SEG <= 8'b00000011;
    4'd1: SEG <= 8'b10011111; 
    4'd2: SEG <= 8'b00100101;
    4'd3: SEG <= 8'b00001101;
    4'd4: SEG <= 8'b10011001;
    4'd5: SEG <= 8'b01001001;
    4'd6: SEG <= 8'b01000001;
    4'd7: SEG <= 8'b00011111;
    4'd8: SEG <= 8'b00000001;
    4'd9: SEG <= 8'b00001001;
    default: SEG <= 8'b11111111;
	endcase
end
endmodule
module display_7_seg(
    input CLK,
    input [11:0] digits,
    output [7:0] SEG,
    output reg [7:0] DIGIT
    );
reg [3:0] digit_data;
reg [3:0] digit_posn;
reg [23:0] prescaler;
decoder_7_seg decoder(.CLK (CLK), .SEG	(SEG), .D (digit_data));   
always @(posedge CLK)
begin
  prescaler <= prescaler + 24'd1;
  if (prescaler == 24'd50000)  
  begin
    prescaler <= 0;
    digit_posn <= digit_posn + 3'd1;
    case ( digit_posn )
      3'b000 : begin
        digit_data <= digits[3:0];
        DIGIT <= 8'b11111110;
      end
      3'b001 : begin
        digit_data <= digits[7:4];
        DIGIT <= 8'b11111101;
      end
      3'b010 : begin
        digit_data <= digits[11:8];
        DIGIT <= 8'b11111011;
      end
      3'b011 : begin
        digit_data <= digits[11:8];
        DIGIT <= 8'b11110111;
      end
      3'b100 : begin
        digit_data <= digits[11:8];
        DIGIT <= 8'b11101111;
      end
      3'b101 : begin
        digit_data <= digits[11:8];
        DIGIT <= 8'b11011111;
      end
      3'b110 : begin
        digit_data <= digits[11:8];
        DIGIT <= 8'b10111111;
      end
      3'b111 : begin
        digit_data <= digits[11:8];
        DIGIT <= 8'b01111111;
        digit_posn <= 0;
      end
      default: begin
      end
    endcase
  end
end
endmodule
module debouncer(
    input CLK,
    input switch_input,
    output reg state,
    output trans_up,
    output trans_dn
    );
reg sync_0, sync_1;
always @(posedge CLK) 
begin
  sync_0 = switch_input;
end
always @(posedge CLK) 
begin
  sync_1 = sync_0;
end
reg [16:0] count;
wire idle = (state == sync_1);
wire finished = &count;	 
always @(posedge CLK)
begin
  if (idle)
  begin
    count <= 0;
  end
  else 
  begin
    count <= count + 16'd1;  
    if (finished)
    begin
      state <= ~state;  
    end
  end
end
assign trans_dn = ~idle & finished & ~state;
assign trans_up = ~idle & finished & state;
endmodule
File: ./config.mk
export PLATFORM = sky130hd
export DESIGN_NAME = counter_7_seg
export DESIGN_NICKNAME = counter_7_seg
export VERILOG_FILES = /design/flow/design.v
export SDC_FILE = /design/flow/constraint.sdc
export NUM_CORES = 4
export LEC_CHECK = 1
export CORE_UTILIZATION = 30
==> impl_metrics.py <==
# Synthesis and PnR figures
metrics = {
    "placed_design": {
        "portBuffers": 17,
        "gp_congestion": 0.8370,
        "placed_cells": 647,
        "placed_area_um2": 4722,
        "place_hpwl_um": 4832,
    },
    "cells_and_area": {
        "area_growth_pct": 15.57,
        "n_fill_cell": 1330,
        "stdcell_area_um2": 5032,
        "finalNonFillerCells": 663,
        "drive_above_1_share_pct": 5.176,
    },
    "global_route": {
        "antenna_found_initial": 0,
        "gr-total-overflow": 0,
        "grt_pass1_wl_um": 12410,
        "grt_pass1_vias": 2802,
        "grt_util_all_layers_pct": 10.11,
        "grt_max_degree": 21,
    },
    "logic_synthesis": {
        "topCellsByArea": "dfxtp_1 (37%), edfxtp_1 (12%), xnor2_1 (6.2%)",
        "ys.flops": 99,
        "yosys.area.top_type": "dfxtp_1",
        "top_cells_by_count": "dfxtp_1 (81), nor2_1 (63), nand2_1 (37), nand3_1 (34), xnor2_1 (31)",
        "synth_area_um2": 4354,
        "synthFlopType": "dfxtp_1",
        "post-synth-top-count-cell": "dfxtp_1",
        "yosys-stat-area_um2": 4354,
        "avgSynthCellArea_um2": 9.486,
        "ys_warn_count": 4,
        "yosysCellCount": 459,
        "syn_inst": 459,
        "top_cell_area_share_pct": 37.24,
        "yosysUniqueCellTypes": 48,
        "edf_count": 18,
        "async_reset_ff_share_pct": 0,
        "ys_seq_share_pct": 49.66,
    },
    "cts": {
        "h-tree-depth": 3,
        "clkTransAtPathRegs_ps": 70,
        "post_cts_resized": 0,
        "postCtsSetupRepairBufs": 0,
        "cts-root-buf": "clkbuf_16",
        "clk_latency_ps": 340,
        "cts_num_sinks": 99,
        "cts_made_buffers": 9,
        "hold_buffers": 0,
        "clockBufferDepth": 2,
        "tritoncts": "done",
    },
    "drt": {
        "first_iter_violations": 164,
        "diodes": 0,
        "viasPerCell": 4.629,
        "postRouteAntennaNets": 0,
        "vias": 3069,
        "drt_pass1_iterations": 6,
        "wl_per_cell_um": 10.60,
        "drcViolationCount": 0,
        "drt_wl_total_um": 7028,
    },
    "critical_path": {
        "crit_type": "reg -> reg",
        "cp-start-kind": "flop",
        "cp_max_fo": 8,
        "crit_family": "simple AND/OR/NAND/NOR gates",
        "path_buffers": 0,
        "critPathMaxStageDelay_ps": 380,
        "crit_path_end_kind": "flop",
        "crit_chain": "ha_1 > and3_1 > nand3_1 > nor2_1 > ha_1 > and4b_1 > nand3_1 > or3_1 > a21oi_1",
        "critical_path.slowest_cell": "dfxtp_1",
        "cp_data_required_time_ps": 4370,
        "r2r_slack_ps": 1560,
        "cp.arrival_ps": 2810,
    },
    "power": {
        "power_density_nw_per_um2": 376.7,
        "ir_drop_v": 0.0002035,
        "comb_power_share_pct": 1.0,
        "clockPowerShare_pct": 46.3,
        "power_w": 0.001896,
        "intPower_w": 0.001534,
        "p_leak_nw": 1.868,
        "netSwitchingPower_w": 0.0003614,
        "pwr-share-seq_pct": 52.7,
        "p_sw_share_pct": 19.06,
    },
    "timing": {
        "max_freq_mhz": 393.6,
        "period_needed_ps": 2540,
        "slew_headroom_pct": 57.55,
        "rsz0062_at_grt": "false",
        "setup-tns-final_ps": 0,
        "period_used_pct": 61.96,
        "tightestPinTransition_ps": 631.8,
        "setup_viol": 0,
        "finalHoldViolCount": 0,
        "clock_skew_ps": 7.788,
        "maxSlewViolCount": 0,
    },
    "flow_run": {
        "tool_warnings": 33,
        "cap_violations": 0,
    },
    "floorplan": {
        "design.die.area_um2": 15000,
        "io_pins": 19,
        "design.core.area_um2": 14040,
        "die_y_um": 122.5,
        "dieWidth_um": 122.5,
        "rows": 43,
        "fp_util_pct": 31.01,
    },
    "run_status": {
        "status": "completed",
    },
    "min_path": {
        "hp-class": "reg -> reg",
    },
}
[registers in the layout (all words and copies together) (netlist names)]
signal / count
display.prescaler: 24
d1.count: 17
d2.count: 17
digits: 12
display.DIGIT: 8
display.decoder.SEG: 7
display.digit_data: 4
display.digit_posn: 4
d1.state: 1
d1.sync_0: 1
d1.sync_1: 1
d2.state: 1
d2.sync_0: 1
d2.sync_1: 1
[cells in the final DEF (no fill, tap or decap), types with 3 or more instances in the layout]
cell	synthesis	final
nor2_1	63	63
or4_1	3	3
ha_1	16	16
nor4b_1	3	3
nand4_1	17	17
and2_1	3	3
and4_1	4	4
buf_4	2	4
clkbuf_16	0	9
nand2_1	37	37
and3_1	5	5
nand3_1	34	34
nand4b_1	3	3
dfxtp_1	81	81
nor3_1	10	10
xnor2_1	31	31
clkdlybuf4s50_1	0	17
nor2b_1	7	7
edfxtp_1	18	18
inv_1	13	13
o21ai_0	7	7
mux2i_1	4	4
a21oi_1	20	20
xor2_1	20	20
nor4_1	7	7
a22oi_1	5	5
nand2b_1	6	6
or3_1	4	4
[power by group through the flow]
stage         clock network, W  logic (W)  registers, W
CTS                   0.000897  0.0000191      0.000999
global route          0.000939  0.0000221      0.000999
finish                0.000878  0.0000188      0.000999
[logic make-up (layout without fill, tap and decap cells)]
family | count (synthesis) | in the layout | synth area share [%]
AND/OR/NAND/NOR | 218 | 218 | 25.80
flip-flops | 99 | 99 | 49.66
XOR/XNOR | 51 | 51 | 10.26
AND-OR/OR-AND | 43 | 43 | 5.977
buffers and inverters | 26 | 50 | 2.442
adder cells (fa/ha/maj) | 16 | 16 | 4.598
multiplexers | 5 | 5 | 1.178
other | 1 | 1 | 0.08612
[path summary, 6_finish.rpt]
path                              endpoint        start  cells after the start
worst max-delay path            digits[11]  d1.count[0]                      9
worst min-delay path             d2.sync_1    d2.sync_0                      0
worst max register to register  digits[11]  d1.count[0]                      9
worst min register to register   d2.sync_1    d2.sync_0                      0
[layer usage]
layer,wire length (um),vias to the layer above,global-route usage (%)
met4,170,0,1.982
li1,-,1633,-
met1,3651,1379,15.55
met2,2989,44,15.13
met3,217,13,1.898
met5,0,-,0
[metrics by stage]
step | setup WS (ps) | util [%] | hold WS, ps
floorplan | 1808 | - | 309.6
finish | 1560 | 35.84 | 328.9
CTS | 1576 | 35.84 | 330.7
detailed placement | 1569 | 33.63 | 315.7
global placement | 1648 | 33.63 | 317.4
global route | 1315 | 35.84 | 343.4
[layout make-up]
class | count | area [um2] | share of cell area [%]
Clock buffer | 11 | 232.7 | 4.625
Clock inverter | 5 | 77.57 | 1.542
Inverter | 13 | 48.80 | 0.9697
Multi-Input combinational cell | 334 | 2086 | 41.45
Sequential cell | 99 | 2162 | 42.96
Tap cell | 180 | 225.2 | 4.475
Timing Repair Buffer | 21 | 200.2 | 3.978
Power and IR drop assume default switching activity.
