==> design.v <==
module vga_game(
    input CLK,
    input up_switch,
    input dn_switch,
    input left_switch,
    input right_switch,
    output HS,
    output VS,
    output HS_probe,
    output VS_probe,
    output [2:0] RED,
    output [2:0] GREEN,
    output [1:0] BLUE
    );
wire [9:0] x, y;
wire blank;
reg [15:0] prescaler;
vga v(.CLK (CLK), .HS (HS), .VS (VS), .HS_probe(HS_probe), .VS_probe(VS_probe), .x (x), .y (y), .blank (blank));
reg [9:0] o_x = 320;
reg [9:0] o_y = 240;
wire object = x>o_x & x<o_x+30 & y>o_y & y<o_y+30;
wire border = (x>0 & x<10) | (x>630 & x<640) | (y>0 & y<10) | (y>470 & y<480);
assign RED = (border & ~ blank)?7:0;
assign GREEN = ((border | object) & ~ blank)?7:0;
assign BLUE = (border & ~ blank)?3:0;
always @(posedge CLK)
begin
  prescaler <= prescaler + 1;
  if (prescaler == 0)
  begin
    if (~ up_switch)
    begin
      o_y <= o_y - 1;
    end
    if (~ dn_switch)
    begin
      o_y <= o_y + 1;
    end
    if (~ left_switch)
    begin
      o_x <= o_x - 1;
    end
    if (~ right_switch)
    begin
      o_x <= o_x + 1;
    end
  end
end
endmodule
module vga(
    input CLK,   
    output HS, VS, HS_probe, VS_probe,
    output [9:0] x,
    output reg [9:0] y,
    output blank
    );
reg [1:0] prescaler;
reg [9:0] xc;
assign blank = ((xc < 192) | (xc > 832) | (y > 479));
assign HS = ~ ((xc > 23) & (xc < 65));
assign VS = ~ ((y > 489) & (y < 493));
assign HS_probe = HS;
assign VS_probe = VS;
assign x = ((xc < 192)?0:(xc - 192));
always @(posedge CLK)
begin
  prescaler = prescaler + 1;
  if (prescaler == 0 )
  begin
  if (xc == 832)
  begin
    xc <= 0;
    y <= y + 1;
  end
  else begin
    xc <= xc + 1;
  end
  if (y == 520)
  begin
    y <= 0; 
  end
  end
end
endmodule
==> run.sh <==
#!/bin/bash
# OpenROAD 26Q1-2900-gdf79404cd8, Yosys 0.63+post, stock flow scripts
make -C /OpenROAD-flow-scripts/flow DESIGN_CONFIG=/design/flow/config.mk WORK_HOME=/design/flow/orfs finish
==> config.mk <==
export PLATFORM = sky130hd
export DESIGN_NAME = vga_game
export DESIGN_NICKNAME = vga_game
export VERILOG_FILES = /design/flow/design.v
export SDC_FILE = /design/flow/constraint.sdc
export NUM_CORES = 4
export LEC_CHECK = 1
export CORE_UTILIZATION = 50
==> constraint.sdc <==
current_design vga_game

set clk_period 4.0
set clk_io_pct 0.2

create_clock -name clk0 -period $clk_period [get_ports {CLK}]

set non_clock_inputs [all_inputs -no_clocks]
set_input_delay [expr $clk_period * $clk_io_pct] -clock clk0 $non_clock_inputs
set_output_delay [expr $clk_period * $clk_io_pct] -clock clk0 [all_outputs]
==> results.json <==
{
  "netlist_instances": 505,
  "critPathMaxStageDelay_ns": 0.40,
  "power_density_nw_per_um2": 505,
  "worstSetupPathType": "flop to primary output",
  "drc": 0,
  "clockBufferDepth": 2,
  "dp_hpwl_um": 6910,
  "swShare": 0.375,
  "io_pins": 17,
  "finalPower_w": 0.00279,
  "cts_root_buf": "clkbuf_8",
  "setup_viol": 0,
  "tritoncts": "built",
  "top_area_frac": 0.254,
  "slew_viol_final": 0,
  "yosys.area.top_type": "edfxtp_1",
  "cp_max_fo": 6,
  "final-hold-violation-count": 0,
  "critPathCaptureType": "primary output",
  "synthTopCellsByCount": "ha_1, xnor2_1, edfxtp_1, nor2_1",
  "fp.dieW_um": 99.2,
  "clkLatencyLatePin_ns": 0.34,
  "leakage_nw": 2.33,
  "fin_cells": 662,
  "worst_pin_slew_ns": 0.533,
  "dr.first_iter.drc_count": 136,
  "yosysSeqAreaShare": 0.331,
  "drt_pass1_iterations": 4,
  "fp-utilization": 0.514,
  "die_h_um": 99.2,
  "grt_usage": 0.211,
  "hold_path.class": "flop to flop",
  "post-route-period-util": 0.993,
  "p_seq_frac": 0.328,
  "grt_pass1_wl_um": 16300,
  "fin_worst_skew_ns": 0.0106,
  "n_antenna_cell": 0,
  "synth.distinct_cells": 58,
  "vdd_drop_max_mv": 0.344,
  "async_flop_share": 0,
  "dp_slack_ns": -0.220,
  "startpoint_type": "flop",
  "max_freq_ghz": 0.252,
  "drv_cap": 0,
  "dp_cells": 640,
  "relSlewSlack": 0.645,
  "rsz0062_at_grt": "yes",
  "p_sw_w": 0.00104,
  "wl_per_cell_um": 14.0,
  "pwr-share-comb": 0.478,
  "synth.avg_cell_area_um2": 9.35,
  "cts_made_buffers": 9,
  "p_clk_frac": 0.194,
  "htreeDepth": 3,
  "edf_count": 40,
  "core_area_um2": 9200,
  "grt_pass1_vias": 3462,
  "ys_ff": 58,
  "ant_nets": 0,
  "critPathRequiredTime_ns": 3.20,
  "status": "complete, no violations",
  "clkTransAtPathRegs_ns": 0.07,
  "rows": 35,
  "vias_per_cell": 5.47,
  "clkSinkCount": 58,
  "syn_to_final_growth_pct": 16.9,
  "drive_above_1_share": 0.145,
  "yosysChipArea_um2": 4720,
  "cp_cell_sequence": "buf_4 -> buf_4 -> a21oi_2 -> mux2_4 -> ha_4 -> nand2_4 -> o21ai_2 -> buf_6 -> o31ai_4 -> a2111oi_4 -> nand3_1 -> o32ai_2 -> buf_4 -> buf_2",
  "flop_cell": "edfxtp_1",
  "grt_max_degree": 14,
  "fin_ws_ns": 0.0261,
  "die_area_um2": 9840,
  "path_common_cell": "buf_4",
  "ys_warn_count": 2,
  "numPortBuffers": 16,
  "grt_antenna_before_repair": 0,
  "drt_wl_total_um": 9280,
  "cp_data_arrival_time_ns": 3.17,
  "grt_overflow_total": 0,
  "vias": 3618,
  "topCellsByArea": "edfxtp_1, ha_1, xnor2_1",
  "place.gp.congestion": 0.871,
  "fin_crit_ns": 3.97,
  "warning_count": 38,
  "internal-power_w": 0.00174,
  "syn-cell-area_um2": 4720,
  "ys_cells": 505,
  "hold_buffers": 0,
  "crit_slowest_cell": "edfxtp_1",
  "top_cell": "ha_1"
}
==> stage by stage <==
stage	hold WS (ns)	setup TNS, ns	area, um2	util
floorplan	0.357	0	4720	-
global placement	0.366	-0.566	5100	0.555
detailed placement	0.370	-0.635	5100	0.555
CTS	0.392	-0.0514	5460	0.593
global route	0.408	-0.389	5520	0.600
finish	0.389	0	5520	0.600
==> power groups by stage <==
stage	logic (W)	clock network [W]	registers (W)
after CTS	0.00131	0.000558	0.000917
final	0.00133	0.000540	0.000915
after global routing	0.00152	0.000584	0.000935
==> layout make-up <==
| cell class | count | area, um2 |
|---|---|---|
| Fill cell | 754 | 3680 |
| Multi-Input combinational cell | 392 | 3070 |
| Sequential cell | 58 | 1560 |
| Timing Repair Buffer | 49 | 417 |
| Clock buffer | 12 | 178 |
| Tap cell | 111 | 139 |
| Inverter | 36 | 135 |
| Clock inverter | 4 | 20.0 |
==> registers in the layout (all words and copies together) (netlist names) <==
name	count
v.prescaler	2
v.xc	10
o_y	10
o_x	10
v.y	10
prescaler	16
==> kinds of logic after synthesis <==
logic type      count (synthesis)  synth area share
buf+inv                        55            0.0548
simple gates                  172             0.189
xor+xnor                       58             0.108
flops                          58             0.331
mux                             2           0.00450
compound gates                 90             0.126
fa+ha+maj                      70             0.188
==> cell usage in the layout (no fill, tap or decap), drive strengths merged, types with 2 or more instances in the layout <==
master	synthesis	layout
clkinv	0	3
o311ai	3	3
xnor2	43	43
nand4	10	10
a21boi	2	2
and4	4	4
dfxtp	18	18
o21bai	2	2
ha	67	67
xor2	15	15
fa	2	2
nor4	4	4
o2111ai	2	2
nor3	14	14
o21ai	21	21
o21a	3	3
o31ai	5	5
nand2	36	36
a31oi	2	2
nor2b	7	7
nand2b	3	3
and2	7	7
and2b	2	2
a21oi	27	27
o22ai	3	3
clkdlybuf4s50	0	13
nor2	41	41
edfxtp	40	40
o31a	2	2
inv	36	37
nand3	17	17
clkbuf	4	14
and3	11	11
a211oi	5	5
nor4b	3	3
buf	15	34
or2	2	2
a21o	5	5
or4	7	7
==> worst paths after layout <==
| check | from | end | slack (ns) | cells past startpoint |
|---|---|---|---|---|
| setup / recovery | v.xc[7]$_SDFFCE_PP0P_ | GREEN[2] | 0.03 | 14 |
| hold / removal | v.prescaler[0]$_DFF_P_ | v.prescaler[0]$_DFF_P_ | 0.39 | 1 |
| setup reg to reg | v.xc[7]$_SDFFCE_PP0P_ | v.y[3]$_SDFFCE_PN0P_ | 1.68 | 8 |
| hold reg to reg | v.prescaler[0]$_DFF_P_ | v.prescaler[0]$_DFF_P_ | 0.39 | 1 |
==> critical path, delay by kind of cell (launching register included) <==
| kind | cells | cell delay [ns] |
|---|---|---|
| DFF | 1 | 0.40 |
| buffers and inverters | 5 | 0.67 |
| adders and majority gates | 1 | 0.28 |
| AOI/OAI and AO/OA | 5 | 0.95 |
| and+or+nand+nor | 2 | 0.18 |
| muxes | 1 | 0.33 |
==> routing by layer <==
layer  share of wire  vias up  track usage
li1                -     1907            -
met1            0.52     1653        0.347
met2            0.43       50        0.319
met3           0.038        8       0.0307
met4           0.011        0       0.0260
met5               0        -            0
==> timing repair <==
| item | CTS | global route |
|---|---|---|
| pin swaps | 12 | 12 |
| buffers inserted | 2 | 4 |
| endpoints found under the hold margin | 0 | 0 |
| setup endpoints to repair | 3 | 3 |
| resized | 31 | 11 |
Power figures rest on the tool's default switching activity, not on a simulated workload.
